--- constraint.sdc ---
current_design wb_bram

set clk_period 146.5
set clk_io_pct 0.2

create_clock -name clk0 -period $clk_period [get_ports {clk_i}]

set non_clock_inputs [all_inputs -no_clocks]
set_input_delay [expr $clk_period * $clk_io_pct] -clock clk0 $non_clock_inputs
set_output_delay [expr $clk_period * $clk_io_pct] -clock clk0 [all_outputs]
--- config.mk ---
export PLATFORM = sky130hd
export DESIGN_NAME = wb_bram
export DESIGN_NICKNAME = wb_bram
export VERILOG_FILES = /design/flow/design.v
export SDC_FILE = /design/flow/constraint.sdc
export NUM_CORES = 4
export LEC_CHECK = 1
export CORE_UTILIZATION = 40
export SYNTH_MEMORY_MAX_BITS = 65536
--- design.v ---
module wb_bram #(
    parameter mem_file_name = "none",
    parameter adr_width = 11
) (
    input             clk_i,
    input             rst_i,
    input             wb_stb_i,
    input             wb_cyc_i,
    input             wb_we_i,
    output            wb_ack_o,
    input      [31:0] wb_adr_i,
    output reg [31:0] wb_dat_o,
    input      [31:0] wb_dat_i,
    input      [ 3:0] wb_sel_i
);
localparam word_adr_width = adr_width - 2;
localparam word_depth = (1 << word_adr_width);
reg         [31:0] ram [0:word_depth-1];     
reg                   ack;
wire [word_adr_width-1:0] adr;
assign adr        = wb_adr_i[adr_width-1:2];       
assign wb_ack_o   = wb_stb_i & ack;
always @(posedge clk_i)
begin:main_loop
    if (wb_stb_i && wb_cyc_i)
    begin
        if (wb_we_i)
        begin
            if (wb_sel_i[0]) ram[ adr ][7:0]   <= wb_dat_i[7:0];
            if (wb_sel_i[1]) ram[ adr ][15:8]  <= wb_dat_i[15:8];
            if (wb_sel_i[2]) ram[ adr ][23:16] <= wb_dat_i[23:16];
            if (wb_sel_i[3]) ram[ adr ][31:24] <= wb_dat_i[31:24];
        end
        wb_dat_o <= ram[ adr ];
        ack <= ~ack;
        end
        else
        ack <= 0;
end
initial
begin
    if (mem_file_name != "none")
    begin
        $readmemh("soft.vm", ram);
    end
end
endmodule
--- run.sh ---
#!/bin/bash
# OpenROAD 26Q1-2900-gdf79404cd8, Yosys 0.63+post, stock flow scripts
make -C /OpenROAD-flow-scripts/flow DESIGN_CONFIG=/design/flow/config.mk WORK_HOME=/design/flow/orfs finish
==> GITHUB_STEP_SUMMARY <==
## Implementation flow summary

| Metric | Value |
|---|---|
| Placed cells | 50,248 |
| IO Pins | 106 |
| Pleak | 221.6 nW |
| Layout fillers | 128,444 |
| Sequential area share after synthesis | 0.7784 |
| Post-Route Skew | 0.1064 ns |
| Startpoint Class | input port |
| Critical path type | input port to output pin |
| Ys cells | 29,750 |
| Int Pwr | 0.007692 W |
| Yosys Warn Count | 1 |
| Most frequently placed logic cells in the final layout | 16,416 x edfxtp_1, 3,570 x mux4_2, 2,133 x nor2_1 |
| WHS Path Cells | 1 |
| Status | finished with violations |
| Synth Instances | 29,750 |
| Slew margin rel. | -0.04700 |
| Cell Type Count | 71 |
| Placer Congestion | 0.9180 |
| Worst-path fanout max | 3 |
| Routed Wire Length | 1884 mm |
| Switching pwr | 0.002041 W |
| Sw frac | 0.2097 |
| R2R cell count | 7 |
| Clock sink count | 16,417 |
| Ratio of final minimum period to clock period | 0.4073 |
| Die area | 1,588,000 µm² |
| Core Footprint | 1,577,000 µm² |
| CTS Hold Bufs | 0 |
| First-pass GRT wire length | 2615 mm |
| Via count | 310,217 |
| Power Dens Cells | 13.60 nW/µm² |
| Area reported by Yosys stat | 633,300 µm² |
| Slew @ Worst Pin | 1.571 ns |
| Antenna-violating nets left | 0 |
| Clock Tree Buf Depth | 6 |
| RSZ-0062 raised after global routing | false |
| Clock network fraction of total power | 0.423 |
| IO buf count | 81 |
| Worst path arrival time | 30.37 ns |
| Clk slew on worst S/H paths | 0.06 ns |
| Worst Hold Class | flip-flop to flip-flop |
| Maxcap violations | 0 |
| Most frequent logic cell in the layout | edfxtp_1 |
| Share of cells above drive strength 1 | 0.2365 |
| Total track usage | 0.2613 |
| DRC | 0 |
| Root Driver | clkbuf_16 |
| FP Rows | 461 |
| Proportion of power drawn by combinational gates | 0.046 |
| Tool warning count | 132 |
| CP Capture Type | output pin |
| Die width | 1.260 mm |
| Initial Util | 0.4016 |
| Post-cts resize count | 0 |
| Largest net degree at the start of global routing | 144 |
| Drt wl/cell | 35.27 µm |
| FMAX | 0.01676 GHz |
| WHS | 0.4143 ns |
| Vias per inst | 5.806 |
| Tot Pwr | 0.009733 W |
| Synth async-reset ratio | 0 |
| Metal2 WL | 842.8 mm |
| Detail Placement HPWL | 1223 mm |
| Skew-Pair Late Insertion Delay | 1.38 ns |
| Num CTS Buffers | 1,665 |
| Ys flop type | edfxtp_1 |
| Met1 WL | 529.1 mm |
| Gr ovfl total | 0 |
| CTS tree | done |
| DRT Pass-1 Iters | 6 |
| Total negative setup slack | 0 ns |
| Flip-flops with a built-in enable | 16,416 |
| Post-synth regs | 16,417 |
| Drt first-iter violations | 22,226 |
| Final Hold Viols | 0 |
| Vias in the first global route | 341,178 |
| Synthesis-to-layout area growth | 12.99% |
| CP required | 117.20 ns |
| Chip Height | 1.260 mm |
| H-tree levels | 7 |
| Post-CTS Setup Bufs | 0 |
| DR WL met3 | 400.9 mm |
| Cell Area, Synth | 633,300 µm² |
| Initial antenna violation count | 187 |
| Minimum clock period | 59.67 ns |
| DR top layer | met5 |
| Failing checks | max-slew violations |
| Syn avg cell area | 21.29 µm² |
| Non-Filler Instances | 53,431 |
| Final setup viols | 0 |
| Peak supply drop | 10.14 µV |
| Slew Limit Fails | 31 |
| Sequential cell fraction of total power | 0.531 |
-- layout make-up --
| class | count | area, µm² | share of cell area |
|---|---|---|---|
| Clock inverter | 938 | 8904 | 0.01244 |
| Antenna cell | 246 | 615.6 | 0.0008603 |
| Inverter | 23 | 106.4 | 0.0001486 |
| Sequential cell | 16417 | 493000 | 0.6890 |
| Timing Repair Buffer | 1358 | 11130 | 0.01555 |
| Multi-Input combinational cell | 11384 | 132100 | 0.1847 |
| Tap cell | 21066 | 26360 | 0.03684 |
| Clock buffer | 1999 | 43300 | 0.06052 |
-- synthesized netlist by cell type (10+ instances only) --
cell type	number	area [µm²]
nor2b_1	18	112.6
a22o_1	118	1033
a22oi_1	690	5180
mux2_2	215	2421
a32oi_1	42	367.9
inv_1	21	78.83
nand3_1	213	1066
a21oi_1	440	2202
a211oi_1	103	773.2
nor2_1	2164	8123
edfxtp_1	16416	493000
a32o_1	13	130.1
or4_1	44	330.3
clkbuf_1	751	2819
a41o_1	16	160.2
a221o_1	16	160.2
a2111oi_0	19	166.4
buf_1	166	623.1
buf_4	208	1562
nor4_1	51	319.1
o22ai_1	453	2834
nand4_1	115	719.4
o22a_1	33	289.0
o21ai_0	476	2382
mux2i_1	1521	15220
nand2_1	515	1933
o21a_1	14	105.1
buf_2	686	3433
nor4b_1	11	96.34
buf_6	111	1250
nor3_1	59	295.3
o2111ai_1	32	280.3
a211o_1	43	376.6
a221oi_1	98	858.3
nand4b_1	12	105.1
mux4_2	3570	80400
nor4bb_1	12	120.1
o211ai_1	53	397.9
and2_1	12	75.07
a31oi_1	63	394.1
and3_1	25	156.4
nand2b_1	10	62.56
-- worst max-delay path, stage by stage --
cell and delay [ns]:
clkdlybuf4s50_1 0.48, and2_1 0.12, clkdlybuf4s50_1 0.46
-- routing by layer --
metal  global-route usage  vias up
li1                     -   126952
met2               0.3611    21439
met1               0.2700   158028
met3               0.2446     3585
met4               0.1058      213
met5              0.04605        -
-- path summary, 6_finish.rpt --
check | startpoint | endpoint | slack (ns)
max reg2reg | ram[428][11]$_DFFE_PP_ | wb_dat_o[11]$_DFFE_PP_ | 141.71
min | ack$_SDFF_PN0_ | ack$_SDFF_PN0_ | 0.41
min reg2reg | ack$_SDFF_PN0_ | ack$_SDFF_PN0_ | 0.41
max | wb_stb_i | wb_ack_o | 86.83
-- per-stage QoR --
step | util | cell area [µm²] | setup WS (ns)
3_3_place_gp | 0.4202 | 662700 | 86.79
6_report | 0.4537 | 715500 | 86.83
4_1_cts | 0.4533 | 714900 | 86.82
3_5_place_dp | 0.4202 | 662700 | 86.82
5_1_grt | 0.4535 | 715200 | 86.77
2_1_floorplan | - | 633300 | 87.80
-- flip-flops by register name, summed over array words and instances (netlist names) --
register and count:
wb_dat_o 32, ack 1, ram 16384
-- power by group through the flow --
stage,registers [W],logic (W),clock network [W]
after CTS,0.00517,0.000445,0.00417
after global routing,0.00517,0.000470,0.00434
final,0.00517,0.000444,0.00412
-- cell families (layout without fill, tap and decap cells) --
logic type	count (synthesis)	after routing	synth area share
and+or+nand+nor	3310	3310	0.02198
other	0	246	0
AOI/OAI and AO/OA	2768	2768	0.02923
muxes	5306	5306	0.1548
DFF	16417	16417	0.7784
buffers and inverters	1949	4318	0.01554
Power and IR drop assume default switching activity.
