File: ./config.mk
export PLATFORM = sky130hd
export DESIGN_NAME = wb_timer
export DESIGN_NICKNAME = wb_timer
export VERILOG_FILES = /design/flow/design.v
export SDC_FILE = /design/flow/constraint.sdc
export NUM_CORES = 4
export LEC_CHECK = 1
export CORE_UTILIZATION = 40
File: ./constraint.sdc
current_design wb_timer

set clk_period 10.9
set clk_io_pct 0.2

create_clock -name clk0 -period $clk_period [get_ports {clk}]

set non_clock_inputs [all_inputs -no_clocks]
set_input_delay [expr $clk_period * $clk_io_pct] -clock clk0 $non_clock_inputs
set_output_delay [expr $clk_period * $clk_io_pct] -clock clk0 [all_outputs]
File: ./design.v
module wb_timer #(
	parameter          clk_freq = 50000000
) (
	input              clk,
	input              reset,
	input              wb_stb_i,
	input              wb_cyc_i,
	output             wb_ack_o,
	input              wb_we_i,
	input       [31:0] wb_adr_i,
	input        [3:0] wb_sel_i,
	input       [31:0] wb_dat_i,
	output reg  [31:0] wb_dat_o,
	output       [1:0] intr
);
reg irqen0, irqen1;
reg trig0, trig1;
reg en0, en1;
reg ar0, ar1;
wire [31:0] tcr0 = { 28'b0, en0, ar0, irqen0, trig0 };
wire [31:0] tcr1 = { 28'b0, en1, ar1, irqen1, trig1 };
reg  [31:0] counter0;
reg  [31:0] counter1;
reg  [31:0] compare0;
reg  [31:0] compare1;
wire match0 = (counter0 == compare0);
wire match1 = (counter1 == compare1);
assign intr = { trig1, trig0 };
reg  ack;
assign wb_ack_o = wb_stb_i & wb_cyc_i & ack;
wire wb_rd = wb_stb_i & wb_cyc_i & ~wb_we_i;
wire wb_wr = wb_stb_i & wb_cyc_i &  wb_we_i;
always @(posedge clk)
begin
	if (reset) begin
		ack      <= 0;
		en0      <= 0;
		en1      <= 0;
		ar0      <= 0;
		ar1      <= 0;
		trig0    <= 0;
		trig1    <= 0;
		counter0 <= 0;
		counter1 <= 0;
		compare0 <= 32'hFFFFFFFF;
		compare1 <= 32'hFFFFFFFF;
	end else begin
		if ( en0 & ~match0) counter0 <= counter0 + 1;
		if ( en0 &  match0) trig0    <= 1;
		if ( ar0 &  match0) counter0 <= 1;
		if (~ar0 &  match0) en0      <= 0;
		if ( en1 & ~match1) counter1 <= counter1 + 1;
		if ( en1 &  match1) trig1    <= 1;
		if ( ar1 &  match1) counter1 <= 1;
		if (~ar1 &  match1) en1      <= 0;
		ack    <= 0;
		if (wb_rd & ~ack) begin            
			ack <= 1;
			case (wb_adr_i[7:0])
			'h00: wb_dat_o <= tcr0;
			'h04: wb_dat_o <= compare0;
			'h08: wb_dat_o <= counter0;
			'h0c: wb_dat_o <= tcr1;
			'h10: wb_dat_o <= compare1;
			'h14: wb_dat_o <= counter1;
			default: wb_dat_o <= 32'b0;
			endcase
		end else if (wb_wr & ~ack ) begin  
			ack <= 1;
			case (wb_adr_i[7:0])
			'h00: begin
				trig0   <= 0;
				irqen0  <= wb_dat_i[1];
				ar0     <= wb_dat_i[2];
				en0     <= wb_dat_i[3];
			end
			'h04: compare0 <= wb_dat_i;
			'h08: counter0 <= wb_dat_i;
			'h0c: begin
				trig1   <= 0;
				irqen1  <= wb_dat_i[1];
				ar1     <= wb_dat_i[2];
				en1     <= wb_dat_i[3];
			end
			'h10: compare1 <= wb_dat_i;
			'h14: counter1 <= wb_dat_i;
			endcase
		end
	end
end
endmodule
File: ./run.sh
#!/bin/bash
# OpenROAD 26Q1-2900-gdf79404cd8, Yosys 0.63+post, stock flow scripts
make -C /OpenROAD-flow-scripts/flow DESIGN_CONFIG=/design/flow/config.mk WORK_HOME=/design/flow/orfs finish
==> impl_metrics.ini <==
; flow metrics
[synthesis]
yosysTopAreaCell = dfxtp_1
yosysTopAreaCellShare = 0.302
synth-edff-count = 34
ys_area_um2 = 8950
ys_ff = 169
area_leaders = dfxtp_1 (30%), edfxtp_1 (11%), nand2_1 (10%)
ff_type = dfxtp_1
ys_cells = 1052
async_flop_share = 0
synthTopCellsByCount = nand2_1 (243), dfxtp_1 (135), a22oi_1 (78)
ys_types = 64
synth.most_common_cell = nand2_1
syn_avg_cell_area_um2 = 8.51
netlist_instances = 1052
ys_seq_share = 0.416
synth_warnings = 1
synth.cell_area_um2 = 8950

[critical_path]
crit_path_start = wb_stb_i
cp.arrival_ps = 3250
critPathCaptureType = output pin
path_class = in2out
worstPathRequired_ps = 8720
critPathLaunchType = input pin
worstReg2RegStart = counter1[0]
path_max_fanout = 2

[global_routing]
grt-busiest-layer = met1
gr-total-overflow = 0
use_met1 = 0.414
grt_max_degree = 53
grt_use_met2 = 0.384
grt.total_usage = 0.262
use_met3 = 0.0611
antenna_found_initial = 0
first_global_vias = 7082
grt_pass1_wl_um = 43000

[cells_and_area]
fin_util = 0.478
area_delta_synth_final_pct = 16.9
design_area_um2 = 10500
fill_cells = 2089
drive_gt1_frac = 0.0744

[floorplanning]
ios = 108
die_area_um2 = 23000
die_h_um = 152
fp_util = 0.409
die_w_um = 152
rows = 54
core_area_um2 = 21900

[sta]
max_freq_mhz = 184
rsz0062_at_grt = false
fin_crit_ps = 5430
setup_tns_ps = 0
drv_slew = 0
slew_headroom = 0.422
finalClockPeriodUsage = 0.498
clock_skew_ps = 11.1
setup_violations = 0
tightest_slew_ps = 867
timing.final.hold_violations = 0

[power]
swShare = 0.236
total_power_w = 0.00136
pwr-share-comb = 0.050
leakage_nw = 3.63
clkPwrFrac = 0.469
p_int_w = 0.00104
peakVddDrop_mv = 0.0986
seqPwrFrac = 0.481
p_per_area_nw_per_um2 = 130
switchingPower_w = 0.000321

[clocking]
numCtsBuffers = 17
cts_hold_buf = 0
root_buffer = clkbuf_16
cts_sinks = 169
cts.repair.resized = 0
cts_max_level = 4
clock_path_buffers = 2
post-cts-setup-buffer-count = 0
cts.clk_slew.worst_paths_ps = 60
insertion_delay_ps = 430
cts_tree = done

[job]
max_cap_violations = 0
warnings = 53

[place]
port_buffers = 79
placed_area_um2 = 9850
place_hpwl_um = 20100
gp_congestion = 0.907

[route]
finalWirelength_um = 28200
drcViolationCount = 0
drt.antenna.violating_nets = 0
via_count = 7817
wire_per_inst_um = 20.4
first_iter_violations = 652
diodes = 0
firstDrtPassIters = 5
vias_per_cell = 5.66

[worst_hold_path]
min_from = compare1[31]
hold_class = reg2reg

[outcome]
status = finished clean
## final timing paths
| path | endpoint | slack, ps | cells after the start |
|---|---|---|---|
| setup reg to reg | counter1[4] | 7930 | 7 |
| hold / removal | compare1[31] | 500 | 2 |
| hold reg to reg | compare1[31] | 500 | 2 |
| setup / recovery | wb_ack_o | 5470 | 3 |
## area by class of cell
| type | instances | area [um2] | area share |
|---|---|---|---|
| repair buffers | 92 | 883 | 0.0844 |
| inverters | 10 | 37.5 | 0.00359 |
| clock buffers | 17 | 425 | 0.0407 |
| well taps | 280 | 350 | 0.0335 |
| clock inverters | 15 | 190 | 0.0182 |
| multi-input cells | 799 | 4850 | 0.464 |
| flip-flops and latches | 169 | 3720 | 0.356 |
## sequential cells by signal (all words and copies together) (netlist names)
name,flops
ar1,1
counter0,32
ack,1
en0,1
trig1,1
ar0,1
compare1,32
counter1,32
trig0,1
compare0,32
irqen0,1
en1,1
irqen1,1
wb_dat_o,32
## worst max-delay path, stage by stage
cell	delay, ps
clkdlybuf4s50_1	470
and3_1	150
clkdlybuf4s50_1	450
## per-stage QoR
| stage | hold WS, ps | setup slack (ps) | instances |
|---|---|---|---|
| 5_1_grt | 517 | 5430 | 1382 |
| 4_1_cts | 501 | 5470 | 1382 |
| 3_3_place_gp | 480 | 5470 | 1350 |
| 3_5_place_dp | 490 | 5470 | 1350 |
| 6_report | 501 | 5470 | 1382 |
| 2_1_floorplan | 472 | 5410 | 1052 |
## cell usage in the layout, fill, tap and decap left out, drive strengths merged, types with 31 or more instances in the layout
cell type and n:
edfxtp 34, a22oi 78, dfxtp 135, clkdlybuf4s50 78, xor2 75, nand3b 67
nor2 57, o21ai 43, xnor2 31, nand2 243
## per-layer routing
layer,part of all wire,routed length (um)
met3,0.070,1960
met2,0.45,12600
met5,0,0
met4,0.015,420
met1,0.47,13300
## cell families (layout without fill, tap and decap cells)
kind of cell / Yosys count / in the layout / synth area share
AOI/OAI and AO/OA: 175 / 175 / 0.134
muxes: 13 / 13 / 0.0155
buffers and inverters: 84 / 134 / 0.0432
DFF: 169 / 169 / 0.416
xor gates and xnor gates: 106 / 106 / 0.104
adders and majority gates: 2 / 2 / 0.00280
and+or+nand+nor: 503 / 503 / 0.285
## power groups by stage
| stage | Sequential (W) | Clock, W | Combinational (W) |
|---|---|---|---|
| after CTS | 0.000653 | 0.000646 | 0.0000678 |
| after global routing | 0.000655 | 0.000674 | 0.0000727 |
| final | 0.000654 | 0.000638 | 0.0000682 |
Power and IR drop assume default switching activity.
