<file path="run.sh">
#!/bin/bash
# OpenROAD 26Q1-2900-gdf79404cd8, Yosys 0.63+post, stock flow scripts
make -C /OpenROAD-flow-scripts/flow DESIGN_CONFIG=/design/flow/config.mk WORK_HOME=/design/flow/orfs finish
</file>
<file path="config.mk">
export PLATFORM = sky130hd
export DESIGN_NAME = wb_uart
export DESIGN_NICKNAME = wb_uart
export VERILOG_FILES = /design/flow/design.v
export SDC_FILE = /design/flow/constraint.sdc
export NUM_CORES = 4
export LEC_CHECK = 1
export CORE_UTILIZATION = 40
</file>
<file path="constraint.sdc">
current_design wb_uart

set clk_period 6.0
set clk_io_pct 0.2

create_clock -name clk0 -period $clk_period [get_ports {clk}]

set non_clock_inputs [all_inputs -no_clocks]
set_input_delay [expr $clk_period * $clk_io_pct] -clock clk0 $non_clock_inputs
set_output_delay [expr $clk_period * $clk_io_pct] -clock clk0 [all_outputs]
</file>
<file path="design.v">
module uart #(
	parameter          freq_hz = 50000000,
	parameter          baud    = 115200
) (
	input              reset,
	input              clk,
	input              uart_rxd,
	output reg         uart_txd,
	output reg [7:0]   rx_data,
	output reg         rx_avail,
	output reg         rx_error,
	input              rx_ack,
	input      [7:0]   tx_data,
	input              tx_wr,
	output reg         tx_busy
);
parameter divisor = freq_hz/baud/16;
reg [15:0] enable16_counter;
wire    enable16;
assign  enable16 = (enable16_counter == 0);
always @(posedge clk)
begin
	if (reset) begin
		enable16_counter <= divisor-1;
	end else begin
		enable16_counter <= enable16_counter - 1;
		if (enable16_counter == 0) begin
			enable16_counter <= divisor-1;
		end
	end
end
reg uart_rxd1;
reg uart_rxd2;
always @(posedge clk)
begin
	uart_rxd1 <= uart_rxd;
	uart_rxd2 <= uart_rxd1;
end
reg       rx_busy;
reg [3:0] rx_count16;
reg [3:0] rx_bitcount;
reg [7:0] rxd_reg;
always @ (posedge clk)
begin
	if (reset) begin
		rx_busy     <= 0;
		rx_count16  <= 0;
		rx_bitcount <= 0;
		rx_avail    <= 0;
		rx_error    <= 0;
	end else begin 
		if (rx_ack) begin
			rx_avail <= 0;
			rx_error <= 0;
		end
		if (enable16) begin
			if (!rx_busy) begin            
				if (!uart_rxd2) begin      
					rx_busy     <= 1;
					rx_count16  <= 7;
					rx_bitcount <= 0;
				end
			end else begin
				rx_count16 <= rx_count16 + 1;
				if (rx_count16 == 0) begin       
					rx_bitcount <= rx_bitcount + 1;
					if (rx_bitcount == 0) begin           
						if (uart_rxd2) begin
							rx_busy <= 0;
						end
					end else if (rx_bitcount == 9) begin  
						rx_busy <= 0;
						if (uart_rxd2) begin              
							rx_data  <= rxd_reg;
							rx_avail <= 1;
							rx_error <= 0;
						end else begin                   
							rx_error <= 1;
						end
					end else begin
						rxd_reg <= { uart_rxd2, rxd_reg[7:1] };
					end
				end
			end 
		end
	end
end
reg [3:0] tx_bitcount;
reg [3:0] tx_count16;
reg [7:0] txd_reg;
always @ (posedge clk)
begin
	if (reset) begin
		tx_busy     <= 0;
		uart_txd    <= 1;
	end 
	else begin
		if (tx_wr && !tx_busy) begin
			txd_reg     <= tx_data;
			tx_bitcount <= 0;
			tx_count16  <= 1;
			tx_busy     <= 1;
			uart_txd    <= 0;
		end 
		else 
			if (enable16 && tx_busy) begin
				tx_count16  <= tx_count16 + 1;
				if (tx_count16 == 0) begin
					tx_bitcount <= tx_bitcount + 1;
					if (tx_bitcount == 8)
						uart_txd <= 'b1; 
					else 
						if (tx_bitcount == 9) begin
							uart_txd <= 'b1;
							tx_busy  <= 0;
						end 
						else begin
							uart_txd <= txd_reg[0];
							txd_reg  <= { 1'b0, txd_reg[7:1] };
						end
				end
			end
	end
end
endmodule
module wb_uart #(
	parameter          clk_freq = 50000000,
	parameter          baud     = 115200
) (
	input              clk,
	input              reset,
	input              wb_stb_i,
	input              wb_cyc_i,
	output             wb_ack_o,
	input              wb_we_i,
	input       [31:0] wb_adr_i,
	input        [3:0] wb_sel_i,
	input       [31:0] wb_dat_i,
	output reg  [31:0] wb_dat_o,
	input              uart_rxd,
	output             uart_txd
);
wire [7:0] rx_data;
wire       rx_avail;
wire       rx_error;
reg        rx_ack;
wire [7:0] tx_data;
reg        tx_wr;
wire       tx_busy;
uart #(
	.freq_hz(   clk_freq ),
	.baud(      baud     )
) uart0 (
	.clk(       clk      ),
	.reset(     reset    ),
	.uart_rxd(  uart_rxd ),
	.uart_txd(  uart_txd ),
	.rx_data(   rx_data  ),
	.rx_avail(  rx_avail ),
	.rx_error(  rx_error ),
	.rx_ack(    rx_ack   ),
	.tx_data(   tx_data  ),
	.tx_wr(     tx_wr    ),
	.tx_busy(   tx_busy  )
);
wire [7:0] ucr = { 3'b0, tx_busy, 2'b0, rx_error, rx_avail };
wire wb_rd = wb_stb_i & wb_cyc_i & ~wb_we_i;
wire wb_wr = wb_stb_i & wb_cyc_i &  wb_we_i & wb_sel_i[0];
reg  ack;
assign wb_ack_o       = wb_stb_i & wb_cyc_i & ack;
assign tx_data = wb_dat_i[7:0];
always @(posedge clk)
begin
	if (reset) begin
		wb_dat_o[31:8] <= 24'b0;
		tx_wr  <= 0;
		rx_ack <= 0;
		ack    <= 0;
	end else begin
		wb_dat_o[31:8] <= 24'b0;
		tx_wr  <= 0;
		rx_ack <= 0;
		ack    <= 0;
		if (wb_rd & ~ack) begin
			ack <= 1;
			case (wb_adr_i[3:2])
			2'b00: begin
				wb_dat_o[7:0] <= ucr;
			end
			2'b01: begin
				wb_dat_o[7:0] <= rx_data;
				rx_ack        <= 1;
			end
			default: begin
				wb_dat_o[7:0] <= 8'b0;
			end
			endcase
		end else if (wb_wr & ~ack ) begin
			ack <= 1;
			if ((wb_adr_i[3:2] == 2'b01) && ~tx_busy) begin
				tx_wr <= 1;
			end
		end
	end
end
endmodule
</file>
==> results.txt <==
Physical design

After detailed routing, the number of vias per cell comes to 4.59. Between clock sinks in the finished design, the worst skew comes to 0.0146 ns. The number of flip-flops under the largest register name stands at 16. The proportion of register bits with asynchronous set or reset after synthesis stands at 0%. The clock passes through at most 2 buffers.

The maximum clock rate stands at 0.288 GHz. The timing report gives the worst reg2reg path a setup slack of 3.00 ns. The share of final-layout standard cells stronger than drive strength 1 stands at 7.67%. Note that the worst hold path type here is flop to flop. Headroom to the max-slew limit came out at 48.5%. Endpoints failing hold in the final report were tallied at 0. The final routed DRC violation total stands at 0. Summed over all cells, the static leakage comes to 1.44 nW. In the final timing run, aggregate negative setup slack is 0 ns.

After clock tree synthesis, the clock-pin slew on the worst setup and hold paths is 0.08 ns. The number of unique standard cell types used by synthesis stands at 48. Counting I/O delays and the setup requirement, the final critical path takes 3.47 ns. The overall global routing resource usage stands at 12.8%. The quantity of gates resized following cts stands at 0. The via count of the first global-routing pass stands at 1955. Per the cell usage report, the commonest logic cell in the layout is sky130_fd_sc_hd__edfxtp_1. The floorplan step records an initial core utilization of 41.3%.

The sink count of the clock tree stands at 74. A synthesized cell averages 10.7 µm². The horizontal die dimension stands at 93.9 µm. The antenna cell count stands at 0. The worst setup path is launched from a primary input.

The worst setup path is of the primary input to output pin kind. For this block, the via count after detailed routing is 2096. Per the post-route antenna check, the number of violating nets is 0. For this design the top-level I/O count stands at 108. As reported, the later end of the worst-skew pair has a clock insertion delay of 0.35 ns. The OpenROAD report gives the critical path a required time of 4.80 ns. The tree is rooted in a sky130_fd_sc_hd__clkbuf_8.

Before antenna repair, the detailed router went through 4 iterations. The first global-routing pass estimated 8670 µm of wire. The slowest stage of the critical path belongs to the cell sky130_fd_sc_hd__clkdlybuf4s50_1. The number of buffers inserted by post-CTS setup repair stands at 0.

The register with the most flip-flops in the final layout is uart0.enable16_counter. The overall die height stands at 93.9 µm. The routability congestion estimate stands at 0.776. The final routed wire length divided by cell count stands at 11.0 µm. The number of placed instances, taps included, is 441.

The row count stands at 33. Once layout is complete, the cells apart from fillers number 457. The run finished with clean final reports. The total wire length stands at 5020 µm.

In this run the cell area of the synthesized design comes to 0.00338 mm². The area growth from synthesis to layout is 14.5%. Sequential cells were found to cover 55.7% of the synthesized design area. The fill cell instance count of the final layout stands at 763. The number of synthesized register bits stands at 74. The data arrival time of the critical path stands at 2.27 ns. TritonCTS built the clock tree. The most critical hold endpoint after final layout shows a slack of 0.318 ns.

The area reported by Yosys stat stands at 0.00338 mm². Per the TritonCTS log, the buffer count is 9. Setup violations remaining at the end of the flow were counted as 0. Across all stage logs, warnings added up to 88. The total of warnings raised by yosys stands at 2. The total die size stands at 0.00882 mm². The worst path uses 57.9% of the clock period. The transition time of the tightest slew-check pin stands at 0.773 ns. Per STA, the highest per-stage delay on the worst path measures 0.47 ns. The most common logic cells in the final layout are 40 x sky130_fd_sc_hd__edfxtp_1, 35 x sky130_fd_sc_hd__nor2_1, 34 x sky130_fd_sc_hd__dfxtp_1. Entering global routing, the biggest net connects 23 pins. The port buffer count stands at 26.

The area used by multi-input combinational logic stands at 0.00131 mm². The final timing report lists a max-slew violation count of 0. The most used flip-flop cell after synthesis is sky130_fd_sc_hd__edfxtp_1. The sequential cells in the finished layout cover a total of 0.00188 mm². Per STA, the library cell used most along the worst path is sky130_fd_sc_hd__clkdlybuf4s50_1. The report lists the cells along the critical path as clkdlybuf4s50_1 -> and3_1 -> clkdlybuf4s50_1. The wire-length estimate of the detail-placed layout is 3320 µm. Setup repair after global routing left no endpoint under its margin.

For this design, the CTS-stage hold fixing added 0 buffers. The number of DRC markers in iteration 0 stands at 67. The H-tree was split into 3 levels.

The global route stage reports its total congestion overflow as 0. Dividing total power by cell area gives a power density of 254 mW/mm². STA classifies the critical path endpoint as an output pin. The instance count of the mapped netlist stands at 317. For this design, Yosys synthesis ends with a cell count of 317. The floorplan step defined a core boundary enclosing 0.00818 mm². Yosys mapped a number of flops with a built-in enable equal to 40. The top fanout value on the critical path stands at 2. VDD sags by at most 0.149 mV. The number of antenna violations at the first check in global routing came to 0. The max-capacitance violation count stands at 0.
power breakdown:
| group | total [mW] | switching, mW | internal [mW] |
|---|---|---|---|
| registers | 0.541 | 0.00583 | 0.535 |
| logic | 0.0378 | 0.0176 | 0.0202 |
| clock network | 0.403 | 0.203 | 0.200 |
final cells by class:
type / count / share of cell area (%)
inverters: 14 / 1.36
repair buffers: 30 / 7.50
clock inverters: 7 / 2.17
flip-flops and latches: 74 / 48.6
multi-input cells: 218 / 33.7
clock buffers: 9 / 3.20
well taps: 105 / 3.40
path summary, 6_finish.rpt:
| kind | depth (start not counted) | to | startpoint |
|---|---|---|---|
| worst min register to register | 0 | uart0.uart_rxd2$_DFF_P_ | uart0.uart_rxd1$_DFF_P_ |
| worst max-delay path | 3 | wb_ack_o | wb_stb_i |
| worst min-delay path | 0 | uart0.uart_rxd2$_DFF_P_ | uart0.uart_rxd1$_DFF_P_ |
| worst max register to register | 6 | uart0.txd_reg[6]$_DFFE_PP_ | uart0.enable16_counter[0]$_SDFF_PP0_ |
synth_stat cells, types with 5 or more instances:
library cell | count | area (µm²)
sky130_fd_sc_hd__ha_1 | 11 | 138
sky130_fd_sc_hd__a21oi_1 | 18 | 90.1
sky130_fd_sc_hd__nor2_1 | 35 | 131
sky130_fd_sc_hd__edfxtp_1 | 40 | 1200
sky130_fd_sc_hd__nand2_1 | 31 | 116
sky130_fd_sc_hd__inv_1 | 14 | 52.6
sky130_fd_sc_hd__buf_4 | 25 | 188
sky130_fd_sc_hd__xor2_1 | 12 | 105
sky130_fd_sc_hd__o21ai_0 | 7 | 35.0
sky130_fd_sc_hd__nand2b_1 | 5 | 31.3
sky130_fd_sc_hd__nor3_1 | 6 | 30.0
sky130_fd_sc_hd__clkbuf_1 | 5 | 18.8
sky130_fd_sc_hd__nand3_1 | 13 | 65.1
sky130_fd_sc_hd__and2_1 | 9 | 56.3
sky130_fd_sc_hd__dfxtp_1 | 34 | 681
metrics by stage:
step | area (µm²) | utilization [%] | total power [mW] | worst slack [ns]
final | 3870 | 47.3 | 0.982 | 2.53
after global routing | 3870 | 47.3 | 1.03 | 2.48
after CTS | 3870 | 47.3 | 0.998 | 2.51
after detailed placement | 3660 | 44.8 | 0.591 | 2.52
after global placement | 3660 | 44.8 | 0.591 | 2.53
after floorplan | 3470 | - | 0.582 | 3.35
metal layers:
layer	wire length [µm]	global-route usage, %
met5	0	0
met4	31	1.41
met3	245	4.12
met2	2300	20.0
met1	2450	18.9
critical path, delay by kind of cell:
kind / cells / cell delay (ns)
buf+inv: 2 / 0.92
simple gates: 1 / 0.15
logic make-up (layout without fill, tap and decap cells):
kind of cell	count (synthesis)	in the layout	synth area share (%)
other	1	24	0.111
DFF	74	74	55.7
buffers and inverters	48	60	8.26
xor gates and xnor gates	16	16	4.15
and+or+nand+nor	128	128	20.5
AOI/OAI and AO/OA	35	35	6.04
adders and majority gates	11	11	4.07
muxes	4	4	1.18
No activity file was given, so power comes from the tool's default toggle rates.
